===== /design/flow/run.sh =====
#!/bin/bash
# OpenROAD 26Q1-2900-gdf79404cd8, Yosys 0.63+post, stock flow scripts
make -C /OpenROAD-flow-scripts/flow DESIGN_CONFIG=/design/flow/config.mk WORK_HOME=/design/flow/orfs finish

===== /design/flow/config.mk =====
export PLATFORM = sky130hd
export DESIGN_NAME = id_ex
export DESIGN_NICKNAME = id_ex
export VERILOG_FILES = /design/flow/design.v
export SDC_FILE = /design/flow/constraint.sdc
export NUM_CORES = 4
export LEC_CHECK = 1
export CORE_AREA = 10 10 178 178
export DIE_AREA = 0 0 188 188

===== /design/flow/constraint.sdc =====
current_design id_ex

set clk_period 1.0
set clk_io_pct 0.2

create_clock -name clk0 -period $clk_period [get_ports {clock}]

set non_clock_inputs [all_inputs -no_clocks]
set_input_delay [expr $clk_period * $clk_io_pct] -clock clk0 $non_clock_inputs
set_output_delay [expr $clk_period * $clk_io_pct] -clock clk0 [all_outputs]

===== /design/flow/design.v =====
`timescale 1ns/10ps
module id_ex (
    clock,
    reg_dst_in,
    reg_write_in,
    alu_src_in,
    mem_read_in,
    mem_write_in,
    mem_to_reg_in,
    alu_op_in,
    branch_in,
    r_data1,
    r_data2,
    rs,
    rt,
    rd,
    pc_value_in,
    imm,
    reg_dst_out,
    reg_write_out,
    alu_src_out,
    mem_read_out,
    mem_write_out,
    mem_to_reg_out,
    alu_op_out,
    branch_out,
    r_data1_out,
    r_data2_out,
    rs_out,
    rt_out,
    rd_out,
    pc_value_out,
    imm_out
);
input [0:0] clock;
input [1:0] reg_dst_in;
input [0:0] reg_write_in;
input [0:0] alu_src_in;
input [0:0] mem_read_in;
input [0:0] mem_write_in;
input [1:0] mem_to_reg_in;
input [3:0] alu_op_in;
input [0:0] branch_in;
input signed [31:0] r_data1;
input signed [31:0] r_data2;
input [4:0] rs;
input [4:0] rt;
input [4:0] rd;
input [31:0] pc_value_in;
input signed [15:0] imm;
output [1:0] reg_dst_out;
reg [1:0] reg_dst_out;
output [0:0] reg_write_out;
reg [0:0] reg_write_out;
output [0:0] alu_src_out;
reg [0:0] alu_src_out;
output [0:0] mem_read_out;
reg [0:0] mem_read_out;
output [0:0] mem_write_out;
reg [0:0] mem_write_out;
output [1:0] mem_to_reg_out;
reg [1:0] mem_to_reg_out;
output [3:0] alu_op_out;
reg [3:0] alu_op_out;
output [0:0] branch_out;
reg [0:0] branch_out;
output signed [31:0] r_data1_out;
reg signed [31:0] r_data1_out;
output signed [31:0] r_data2_out;
reg signed [31:0] r_data2_out;
output [4:0] rs_out;
reg [4:0] rs_out;
output [4:0] rt_out;
reg [4:0] rt_out;
output [4:0] rd_out;
reg [4:0] rd_out;
output [31:0] pc_value_out;
reg [31:0] pc_value_out;
output signed [31:0] imm_out;
reg signed [31:0] imm_out;
always @(posedge clock) begin: ID_EX_SEQ_LOGIC
    reg_dst_out <= reg_dst_in;
    reg_write_out <= reg_write_in;
    alu_src_out <= alu_src_in;
    mem_read_out <= mem_read_in;
    mem_write_out <= mem_write_in;
    mem_to_reg_out <= mem_to_reg_in;
    alu_op_out <= alu_op_in;
    branch_out <= branch_in;
    r_data1_out <= r_data1;
    r_data2_out <= r_data2;
    rs_out <= rs;
    rt_out <= rt;
    rd_out <= rd;
    pc_value_out <= pc_value_in;
    imm_out <= imm;
end
endmodule

==> qor.yml <==
hp-start: "rd[4]"
finalSetupViolations: 17
cts_tree: "built"
grt_pass1_vias: 2330
timing.slew.headroom: 0.892
dr.pass1.iters: 4
grt_overflow_total: 0
layout_min_cycle_time_ns: 1.26
vdd_ir_drop_max_mv: 0.706
cts-root-buf: "clkbuf_16"
grt_pass1_wl_mm: 17.2
rsz0062_at_grt: "yes"
maxSlewViolCount: 0
io_pins: 297
antenna_found_initial: 0
top_cells_by_count: "dfxtp_1, buf_4"
powerDensity_nw_per_um2: 2030
drv_cap: 0
place_congestion: 0.806
synth_cells: 156
largest_area_cell: "dfxtp_1"
clk_path_buf_depth: 2
die_h_um: 188
routedWlPerCell_um: 14.5
ys_area_um2: 2920
failed_checks: "negative setup slack"
grt_max_degree: 17
path_class: "reg -> out"
final_cells: 851
layout-drive-gt1-share: 0.452
critical_path_required_ns: 0.80
drtAntennaViolNets: 0
fin_crit_sh: 1.26
dp_hpwl_mm: 10.0
ys_warn_count: 1
p_leak_nw: 2.72
grt.total_usage: 0.0662
fill_cells: 2995
dieArea_um2: 35300
die_x_um: 188
synth_area_per_cell_um2: 18.7
synth_top_cell_by_count: "dfxtp_1"
crit_arrival_ns: 1.06
drtIter0Drc: 32
mappedNetlistArea_um2: 2920
ys_seq_share: 0.959
cts_max_level: 4
startpoint_type: "flip-flop"
ys.flop_type: "dfxtp_1"
utilization: 0.227
dp_cells: 815
wirelength_mm: 12.3
worstMarginPinSlew_ns: 0.161
numCtsBuffers: 17
finalSetupTns_ns: -3.47
drc_errors: 0
hold_depth: 1
cp-end-kind: "output port"
tool_warnings: 135
nMultiInputCombCells: 0
critPathMaxFanout: 6
register_area_um2: 2830
final_hold_viol_count: 0
edf_count: 0
async_flop_share: 0
comb_area_um2: 0
hold_class: "in -> reg"
clk_pin_slew_ns: 0.05
syn2layout_area_growth_pct: 116
io_buffers: 296
synth_top_area_share: 0.959
status: "finished with violations"
synth-seq-cells: 140
fp_util: 0.105
avgViaCountPerCell: 2.56
setup_ws_ns: -0.258
via_count: 2179
cts_sinks: 140
ys_cells: 156
core_area_um2: 27800
area_leaders: "dfxtp_1, buf_4"
fmax_mhz: 795
diodes: 0
pre_cts_ws_ns: -0.155
min_to: "rd_out[4]"
synth.distinct_cells: 2
num_rows: 61
[power by group]
part	internal [mW]	total (mW)	switching, mW	leakage, nW
logic	0.743	0.919	0.176	1.24
registers	5.90	5.97	0.0661	1.18
clock network	4.25	5.92	1.68	0.304
[placed cells by master (no fill, tap or decap)]
cell / n
buf_12: 1
buf_2: 137
buf_6: 21
buf_8: 2
bufinv_16: 4
clkbuf_1: 1
clkbuf_16: 17
clkbuf_8: 1
clkdlybuf4s50_1: 140
clkinv_2: 2
clkinv_4: 2
clkinvlp_4: 2
dfxtp_1: 118
dfxtp_2: 21
dfxtp_4: 1
inv_6: 3
[critical path, cell delays in order, from the launching register on]
cell	delay, ns
dfxtp_4	0.35
buf_6	0.13
buf_8	0.12
buf_6	0.10
[layout make-up]
type                  instances  share of cell area
Sequential cell             140               0.449
Clock inverter               13              0.0299
Tap cell                    378              0.0749
Timing Repair Buffer        301               0.376
Clock buffer                 19              0.0702
[worst max-delay path by stage]
stage            from          end
4_1_cts   imm_out[15]  imm_out[30]
5_1_grt   imm_out[15]  imm_out[30]
6_report  imm_out[15]  imm_out[30]
[cells by family after synthesis]
kind of cell / Yosys count / synth area share
DFF: 140 / 0.959
buffers and inverters: 16 / 0.0411
[metal layers]
layer | vias up | global-route usage | wire length [um]
met1 | 952 | 0.0715 | 4550
met4 | 0 | 0.0151 | 261
li1 | 1077 | - | -
met3 | 16 | 0.0288 | 996
met5 | - | 0 | 0
met2 | 134 | 0.117 | 6510
[registers in the layout, summed over array words and instances, names as in the netlist, 2 cells and up]
| name | count |
|---|---|
| alu_op_out | 4 |
| rs_out | 5 |
| rt_out | 5 |
| mem_to_reg_out | 2 |
| reg_dst_out | 2 |
| rd_out | 5 |
| r_data1_out | 32 |
| r_data2_out | 32 |
| pc_value_out | 32 |
| imm_out | 16 |
[stage by stage]
step           hold slack [ns]  cell area, um2  power [mW]
2_1_floorplan            0.228            2920        6.04
3_3_place_gp             0.649            6260        7.26
3_5_place_dp             0.652            6260        7.26
4_1_cts                  0.177            6260        13.9
5_1_grt                  0.180            6310        14.2
6_report                 0.278            6310        12.8
[repair_timing]
| item | CTS | global route |
|---|---|---|
| gates cloned | 1 | 0 |
| hold buffers | 0 | 0 |
| setup buffers | 5 | 0 |
| endpoints found under the setup margin | 156 | 156 |
| resized | 532 | 22 |
No activity file was given, so power comes from the tool's default toggle rates.
