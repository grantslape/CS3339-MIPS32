--- /design/flow/run.sh ---
#!/bin/bash
# OpenROAD 26Q1-2900-gdf79404cd8, Yosys 0.63+post, stock flow scripts
make -C /OpenROAD-flow-scripts/flow DESIGN_CONFIG=/design/flow/config.mk WORK_HOME=/design/flow/orfs finish
--- /design/flow/config.mk ---
export PLATFORM = sky130hd
export DESIGN_NAME = ex_mem
export DESIGN_NICKNAME = ex_mem
export VERILOG_FILES = /design/flow/design.v
export SDC_FILE = /design/flow/constraint.sdc
export NUM_CORES = 4
export LEC_CHECK = 1
export CORE_AREA = 10 10 140 140
export DIE_AREA = 0 0 150 150
--- /design/flow/constraint.sdc ---
current_design ex_mem

set clk_period 1.0
set clk_io_pct 0.2

create_clock -name clk0 -period $clk_period [get_ports {clock}]

set non_clock_inputs [all_inputs -no_clocks]
set_input_delay [expr $clk_period * $clk_io_pct] -clock clk0 $non_clock_inputs
set_output_delay [expr $clk_period * $clk_io_pct] -clock clk0 [all_outputs]
--- /design/flow/design.v ---
`timescale 1ns/10ps
module ex_mem (
    clock,
    branch_in,
    mem_read_in,
    mem_write_in,
    mem_to_reg_in,
    reg_write_in,
    jmp_addr,
    z_in,
    pc_value_in,
    result_in,
    rt_in,
    reg_dst_in,
    jmp_addr_out,
    z_out,
    result_out,
    rt_out,
    branch_out,
    mem_read_out,
    mem_write_out,
    reg_write_out,
    reg_dst_out,
    pc_value_out,
    mem_to_reg_out
);
input clock;
input branch_in;
input mem_read_in;
input mem_write_in;
input [1:0] mem_to_reg_in;
input reg_write_in;
input [31:0] jmp_addr;
input z_in;
input [31:0] pc_value_in;
input [31:0] result_in;
input [31:0] rt_in;
input [4:0] reg_dst_in;
output [31:0] jmp_addr_out;
reg [31:0] jmp_addr_out;
output z_out;
reg z_out;
output [31:0] result_out;
reg [31:0] result_out;
output [31:0] rt_out;
reg [31:0] rt_out;
output branch_out;
reg branch_out;
output mem_read_out;
reg mem_read_out;
output mem_write_out;
reg mem_write_out;
output reg_write_out;
reg reg_write_out;
output [4:0] reg_dst_out;
reg [4:0] reg_dst_out;
output [31:0] pc_value_out;
reg [31:0] pc_value_out;
output [1:0] mem_to_reg_out;
reg [1:0] mem_to_reg_out;
always @(posedge clock) begin: EX_MEM_LOGIC
    branch_out <= branch_in;
    mem_read_out <= mem_read_in;
    mem_write_out <= mem_write_in;
    mem_to_reg_out <= mem_to_reg_in;
    reg_write_out <= reg_write_in;
    jmp_addr_out <= jmp_addr;
    z_out <= z_in;
    result_out <= result_in;
    rt_out <= rt_in;
    pc_value_out <= pc_value_in;
    reg_dst_out <= reg_dst_in;
end
endmodule
==> flow_summary.ini <==
; physical design summary
[sta]
achievable_clock_frequency_mhz = 979
slew_headroom = 0.881
worstMarginPinSlew_ns = 0.179
fin_ws_ns = -0.0217
timing.setup.tns_ns = -0.438
timing_max_transition_violations_final = 0
final.min_clock_period_ns = 1.02
finalHoldWorstSlack_ns = 0.227
setup_repair_after_global_routing_missed_its_margin = yes
number_of_failing_setup_endpoints_in_the_final_timing_report = 71
final_hold_viol_count = 0
post_layout_period_usage_of_the_worst_path = 1.02

[die]
core.rowCount = 47
chipWidth_um = 150
die_area_mm2 = 0.0225
coreArea_mm2 = 0.0166
die_height_um = 150
ioPinCount = 281
initCoreUtil = 0.169

[placement]
buffer_ports.inserted = 280
gp_congestion = 0.783
hpwlAfterDp_mm = 8.43

[layout]
comb_cells = 0
area_growth_syn_to_layout_pct = 108
comb_area_um2 = 0
drive_above_1_share = 0.407

[worst_hold_path]
hold_class = in -> reg
count_of_cells_along_the_worst_hold_path = 1

[clocking]
cts_htree_levels = 4
cts_resized = 445
clock-sinks = 140
post_cts_buffers = 0
cts-root-to-sink-buffers = 2
path_clk_slew_ns = 0.06
ctsRootBufferMaster = sky130_fd_sc_hd__clkbuf_16
cts_stage_hold_buffer_count = 0
tritoncts.num_buffers = 17
cts_tree = done

[routing]
vias = 2097
firstDrtPassIters = 3
route.antenna.diode_count = 0
remaining_drc_errors = 0
postRouteAntennaNets = 0
vias_per_cell = 3.12
detail_route.iter0.violations = 36
wire_per_inst_um = 15.1
wl_mm = 10.1

[setup_path]
timing_worst_setup_path_type = reg -> out
critical_path.startpoint_type = flop
worst_path_dominant_cell_family = flip-flops
worst-endpoint-arrival_ns = 0.82
timing.critical_path.to_type = output port
cp_cell_sequence = buf_2
cpPeakStageDelay_ns = 0.29
crit_path_max_fanout = 1
critPathBufInv = 1
path_depth = 1
cp.required_ns = 0.80
critical_path.slowest_cell = sky130_fd_sc_hd__dfxtp_1

[synth]
netlist_instances = 140
synth-area-yosys_mm2 = 0.00280
synth-warning-count = 1
post_synthesis_sequential_area_ratio = 1.00
post_synth.cell_area_avg_um2 = 20.0
netlist-cell-type-count = 1
synth.cell_area_mm2 = 0.00280
synth-seq-cells = 140
ys_cells = 140

[global_routing]
initial_antenna_violation_count = 1
first_global_vias = 2223
grt_max_degree = 17
gr-total-overflow = 0
grt_usage = 0.0827
grt_first_pass_wirelength_mm = 13.8

[pwr]
power.total_mw = 13.2
worst_ir_drop_vdd_uv = 1050
power.density_mw_per_mm2 = 2260
leakagePower_nw = 2.58

[status]
violations = setup timing
outcome = complete, but fails checks

[job]
drv_cap = 0
openroad.warnings = 27
[through the flow]
step,utilization,std cells,instance area [um^2],setup WS [ns]
after floorplan,-,140,2800,0.538
after global placement,0.355,640,5880,-0.0351
after detailed placement,0.355,640,5880,-0.0340
after CTS,0.351,672,5820,-0.0691
after global routing,0.352,672,5840,-0.0745
final,0.352,672,5840,-0.0217
[Yosys cell counts]
library cell	instances	area, um^2
sky130_fd_sc_hd__dfxtp_1	140	2800
[area by class of cell]
cell class | count | area (um^2)
repair buffers | 280 | 2110
fillers | 1659 | 10700
flip-flops and latches | 140 | 2820
clock buffers | 23 | 498
well taps | 220 | 275
clock inverters | 9 | 134
[where the power goes]
group	internal [mW]	switching [mW]	leakage [nW]
combinational	0.656	0.133	1.10
clock	4.25	2.23	0.298
sequential	5.89	0.0592	1.18
[cell families after synthesis]
group  after synthesis  share of synthesized area
DFF                140                       1.00
[metal layers]
| layer | global-route usage | share of wire | vias up |
|---|---|---|---|
| li1 | - | - | 1033 |
| met1 | 0.0838 | 0.35 | 894 |
| met2 | 0.138 | 0.48 | 159 |
| met3 | 0.0595 | 0.16 | 11 |
| met4 | 0.0131 | 0.014 | 0 |
| met5 | 0 | 0 | - |
[path summary, 6_finish.rpt]
path / start / endpoint / slack (ns)
worst min-delay path: jmp_addr[5] / jmp_addr_out[5] / 0.23
worst max-delay path: jmp_addr_out[20] / jmp_addr_out[20] / -0.02
[sequential cells by signal, indices dropped and copies added (netlist names)]
name	count
rt_out	32
z_out	1
result_out	32
mem_to_reg_out	2
reg_write_out	1
jmp_addr_out	32
pc_value_out	32
branch_out	1
mem_write_out	1
reg_dst_out	5
mem_read_out	1
[layout by cell type (no fill, tap or decap)]
cell type / instances
sky130_fd_sc_hd__buf_2: 138
sky130_fd_sc_hd__buf_6: 2
sky130_fd_sc_hd__bufinv_16: 3
sky130_fd_sc_hd__clkbuf_1: 1
sky130_fd_sc_hd__clkbuf_16: 17
sky130_fd_sc_hd__clkbuf_8: 5
sky130_fd_sc_hd__clkdlybuf4s50_1: 140
sky130_fd_sc_hd__clkinv_2: 1
sky130_fd_sc_hd__clkinv_4: 1
sky130_fd_sc_hd__clkinvlp_4: 4
sky130_fd_sc_hd__dfxtp_1: 127
sky130_fd_sc_hd__dfxtp_2: 13
Power is estimated from default activity; no workload was simulated.
